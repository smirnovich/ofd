==> design/flow/run.sh <==
#!/bin/bash
# OpenROAD 26Q1-2900-gdf79404cd8, Yosys 0.63+post, stock flow scripts
make -C /OpenROAD-flow-scripts/flow DESIGN_CONFIG=/design/flow/config.mk WORK_HOME=/design/flow/orfs finish
==> design/flow/config.mk <==
export PLATFORM = sky130hd
export DESIGN_NAME = basic_fifo
export DESIGN_NICKNAME = basic_fifo
export VERILOG_FILES = /design/flow/design.v
export SDC_FILE = /design/flow/constraint.sdc
export NUM_CORES = 4
export LEC_CHECK = 1
export CORE_UTILIZATION = 30
==> design/flow/constraint.sdc <==
current_design basic_fifo

set clk_period 7.6
set clk_io_pct 0.2

create_clock -name clk0 -period $clk_period [get_ports {clk}]

set non_clock_inputs [all_inputs -no_clocks]
set_input_delay [expr $clk_period * $clk_io_pct] -clock clk0 $non_clock_inputs
set_output_delay [expr $clk_period * $clk_io_pct] -clock clk0 [all_outputs]
==> design/flow/design.v <==
`timescale 1ns / 10ps
module basic_fifo #(
parameter N_BIT = 8
)(
    input clk, reset,
    input en, read_val,
    input logic [N_BIT-1:0] data_in,
    output logic [N_BIT-1:0] data_out,
    output logic overflowed,
    output logic is_empty
    );
logic [N_BIT-1:0] data_mem [31:0];
integer pointer_in, pointer_out;
always_ff@(posedge(clk), posedge(reset)) begin
    if (reset) begin
        pointer_in <= 0;
        pointer_out <= 0;
        overflowed <= 1'b0;
        is_empty <= 1'b1;
    end
    else begin
        if ((pointer_out - pointer_in) >= 31) begin
            overflowed <= 1'b1;
        end
        else begin
            overflowed <= 1'b0;
            if (en) begin
            pointer_in <= pointer_in + 1;
            data_mem[pointer_in] <= data_in;
            end
        end
        if (pointer_in != pointer_out) begin
            if (read_val) begin
            data_out <= data_mem[pointer_out];
            pointer_out <= pointer_out + 1;
            end
            is_empty <= 1'b0;
        end
        else is_empty <= 1'b1;
    end
end
endmodule
==> run notes <==
run results: status finished clean, Post-Route Skew 0.03172 ns, CTS buffer count 35, CP Launch Point pointer_in[2]$_DFFE_PP0P_, Core ar. 0.04925 sq mm, hold_buf cts 0, Port-buffer cells 21, initial antenna violation count 0, Yosys top cell by area edfxtp_1, critical path required time 7.75 ns, # Max-Cap Violations 0, Final Hold Fails 0, routed len/inst 22.30 microns, worst vdd ir 0.1787 mV, Die X 226.1 microns, area delta synth->final 16.71%, Final ANT Viol Nets 0, Flops after synth 330, Root Driver clkbuf_16, Crit path largest cell delay 0.83 ns, vias in the first global route 10,740, total track usage 18.25%, Switching Fraction 33.16%, Comb power frac 26.9%, DRT Pass-1 Iters 5, floorplan row count 81, RSZ-0062 raised after global routing false, Max Buffers Root-to-Sink 3, yosys cell count 1,184, worst reg2reg path startpoint pointer_in[2]$_DFFE_PP0P_, crit-path leading delay family AND-OR/OR-AND gates, Post-Layout Cell Count 1,961, antenna cells 0, Slew Limit Fails 0, tool warnings 33, Top cells by area edfxtp_1 (53%), dfrtp_1 (11%), ha_1 (3.6%), Reg-to-Reg End data_mem[6][6]$_DFFE_PP_, power per cell area 297.7 mW/mm^2, final worst-path cycle share 70.88%, # Post-CTS Setup Buffers 0, fraction of layout cells with a size suffix above 1 10.56%, yosys warns 2, Late-Pin Clk Latency 0.55 ns, vias per cell 5.402, EDFF count, synth 264, DRC 0, ys async rst share 20.00%, Cell Type Count 74, kind of critical path reg -> reg, switching pwr 0.001735 W, slowest stage cell, crit path nor4_2, CTS sink cnt 330, Die Size 0.05111 sq mm, final setup fails 0, Placed Cells 1,900, setup_tns 0 ns, routed via count 10,590, Period minus WS final 5.387 ns, worst reg-to-reg path cell count 13, global-route wire length before repair 65.81 mm, Synth Seq Share 63.61%, fmax 0.1856 GHz, Worst Path Max Fanout 49, crit path DAT 5.53 ns, clock slew at reported path FFs 0.06 ns, htree depth 2, post-CTS resize count 0, Mapped Area 0.01506 sq mm, Slew @ Worst Pin 0.9302 ns, Leakage 6.212 nW, Worst Hold Class reg -> reg, Mean Syn Cell Area 12.72 sq um, Critical Path End Type flop, clock share of power 31.4%, io pins 22, Dominant Register Cell edfxtp_1, Hold Crit Start pointer_in[26]$_DFFE_PP0P_, Reg power frac 41.7%, Routed WL 43.73 mm, Core Util, Final 35.69%, Crit path buffers/inverters 2, Slew headroom 37.47%, largest net degree at the start of global routing 58, Top cell area share 52.63%, GR Overflow Total 0, CTS tree built, CP endpoint data_mem[6][6]$_DFFE_PP_, Syn Inst Count 1,184, startpoint types flop, Cell Chain, Critical Path inv_1 > ha_1 > and2b_1 > o31ai_2 > a32oi_1 > a211o_1 > a21o_1 > a2111oi_0 > o2111ai_1 > nor4b_4 > nor2_4 > buf_4 > nor4_2, CP Depth 13, DP Wirelength 30.43 mm, flop-to-flop setup slack 2.21 ns, internal power 0.003497 W, die height 226.1 microns, drt initial violations 734, floorplan core density 30.58%, Placer Congestion 0.9186, chip area in the Yosys report 0.01506 sq mm
## cell usage in the layout, fill, tap and decap left out, drive strengths merged, types with 6 or more instances in the layout
| cell type | Yosys | final |
|---|---|---|
| clkdlybuf4s50 | 0 | 21 |
| a221oi | 25 | 25 |
| clkinv | 0 | 10 |
| nor4b | 7 | 7 |
| dfrtp | 65 | 65 |
| and3 | 15 | 15 |
| o21ai | 34 | 34 |
| inv | 49 | 54 |
| nand4 | 32 | 32 |
| xnor2 | 48 | 48 |
| ha | 43 | 43 |
| xor2 | 20 | 20 |
| nor2 | 94 | 94 |
| a32oi | 6 | 6 |
| nand2b | 7 | 7 |
| nand3 | 51 | 51 |
| a22o | 20 | 20 |
| nor4 | 24 | 24 |
| nand2 | 78 | 78 |
| a21o | 13 | 13 |
| nor2b | 6 | 6 |
| o211ai | 8 | 8 |
| a222oi | 10 | 10 |
| nor3 | 44 | 44 |
| clkbuf | 24 | 41 |
| a21oi | 45 | 45 |
| buf | 8 | 63 |
| mux2i | 6 | 6 |
| edfxtp | 264 | 264 |
| a22oi | 61 | 61 |
## metrics by stage
stage | hold WS (ns) | area (sq um) | power, W | setup slack (ns)
after floorplan | 0.4455 | 15060 | 0.003048 | 2.727
after global placement | 0.4651 | 16490 | 0.003599 | 2.358
after detailed placement | 0.4659 | 16490 | 0.003601 | 2.245
after CTS | 0.4809 | 17580 | 0.005238 | 2.224
after global routing | 0.4990 | 17580 | 0.005461 | 1.910
final | 0.4758 | 17580 | 0.005233 | 2.213
## area by class of cell
type	instances	area, sq um
clock buffers	41	898.4
clock inverters	20	188.9
fillers	4691	31680
inverters	49	183.9
multi-input cells	773	5213
flip-flops and latches	330	9580
well taps	664	830.8
repair buffers	84	683.2
## power by group through the flow
stage | clock network [W] | registers, W | logic (W)
6_report | 0.00164 | 0.00218 | 0.00141
5_1_grt | 0.00174 | 0.00220 | 0.00153
4_1_cts | 0.00166 | 0.00218 | 0.00139
## sequential cells by signal, indices dropped and copies added (netlist names)
register / count
data_mem: 256
data_out: 8
is_empty: 1
overflowed: 1
pointer_in: 32
pointer_out: 32
## per-layer routing
metal	track usage [%]	vias to the layer above	routed length [microns]
met4	4.294	0	1304
met3	9.196	86	5270
met1	23.40	5143	17030
li1	-	4815	-
met5	0.4888	-	0
met2	28.14	549	20120
## synth_stat cells (6+ instances only)
master and instances:
nand2_1 78, o211ai_1 7, and3_1 15, a21o_1 13
a222oi_1 10, a22oi_1 61, nor2b_1 6, o21ai_0 31
a22o_1 20, nor4_1 21, clkbuf_1 24, nor3_1 44
xor2_1 20, a221oi_1 25, dfrtp_1 65, nand3_1 51
edfxtp_1 264, a32oi_1 6, a21oi_1 45, mux2i_1 6
ha_1 43, nor2_1 93, xnor2_1 48, nand4_1 32
inv_1 49, nand2b_1 7
## kinds of logic after synthesis
logic type / Yosys count / share of synthesized area, %
AND/OR/NAND/NOR: 382 / 12.82
flip-flops: 330 / 63.61
AND-OR/OR-AND: 270 / 13.18
buffers and inverters: 81 / 2.110
XOR/XNOR: 68 / 3.954
adder cells (fa/ha/maj): 44 / 3.705
multiplexers: 9 / 0.6230
## worst min path at each step
| stage | slack (ns) | cells after the start | end |
|---|---|---|---|
| after global routing | 0.50 | 1 | pointer_in[29]$_DFFE_PP0P_ |
| final | 0.48 | 1 | pointer_in[26]$_DFFE_PP0P_ |
| after CTS | 0.48 | 1 | pointer_in[26]$_DFFE_PP0P_ |
No activity file was given, so power comes from the tool's default toggle rates.
