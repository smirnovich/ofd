--- /design/flow/design.v ---
`timescale 1ns / 1ps
module main_handler #(
    parameter N_BIT = 8
)(
    input clk, reset,
    input trig_start,
    input uart_ready,
    input logic [N_BIT-1:0] data_aq,
    output logic [7:0] data_out,
    output logic data_ready,
    output logic req_data
    );
typedef enum {st_idle,st_send} aq_fsm_type;
aq_fsm_type aq_fsm;
localparam BYTECOUNTER = (N_BIT/8) + 1*((N_BIT%8)>0);
integer bytecount;
logic [N_BIT-1:0] data_mem;
integer i;
always_ff@(posedge(clk),posedge(reset)) begin
    if (reset) begin
        data_ready <= 1'b0;
        aq_fsm <= st_idle;
        bytecount <= 0;
        data_mem <= 0;
        req_data <= 0;
    end
    else begin
        case(aq_fsm)
            st_idle: begin
                data_ready <= 1'b0;
                if (trig_start == 1'b1)
                    aq_fsm <= st_send;
                    req_data <= 1;
            end
            st_send: begin
                req_data <= 0;
                data_mem <= data_aq;
                if (uart_ready) begin
                    data_ready <= 1'b1;
                    if (bytecount == (BYTECOUNTER - 1)) begin
                        bytecount <= 0;
                        aq_fsm <= st_idle;
                        data_out <= {data_mem[7:(N_BIT%8)], {(N_BIT%8){1'b0}}};
                    end else begin
                        bytecount <= bytecount + 1;
                        data_out <= data_mem[(N_BIT-1-8*bytecount)-:8];
                    end
                end else data_ready <= 1'b0;
            end
        endcase
    end
end
endmodule
--- /design/flow/run.sh ---
#!/bin/bash
# OpenROAD 26Q1-2900-gdf79404cd8, Yosys 0.63+post, stock flow scripts
make -C /OpenROAD-flow-scripts/flow DESIGN_CONFIG=/design/flow/config.mk WORK_HOME=/design/flow/orfs finish
--- /design/flow/config.mk ---
export PLATFORM = sky130hd
export DESIGN_NAME = main_handler
export DESIGN_NICKNAME = main_handler
export VERILOG_FILES = /design/flow/design.v
export SDC_FILE = /design/flow/constraint.sdc
export NUM_CORES = 4
export LEC_CHECK = 1
export CORE_UTILIZATION = 50
--- /design/flow/constraint.sdc ---
current_design main_handler

set clk_period 3.0
set clk_io_pct 0.2

create_clock -name clk0 -period $clk_period [get_ports {clk}]

set non_clock_inputs [all_inputs -no_clocks]
set_input_delay [expr $clk_period * $clk_io_pct] -clock clk0 $non_clock_inputs
set_output_delay [expr $clk_period * $clk_io_pct] -clock clk0 [all_outputs]
==> design notes <==
The wire length of the first global-routing pass was 7530 um. The detailed router's first-iteration violation count was 110; the detailed-route wire length per cell was 14.5 um. Post-CTS setup repair buffer count: 0.

The final report gives the standard cell area, fillers excluded, as 2750 um2. The tally of OpenROAD warnings is 27. The run gives 0 as the number of antenna violations at the first check in global routing.

Synthesis produced a netlist whose cell count is 201. Logic area: 953 um2. The busiest layer in global routing was met1. Met2 capacity usage during global routing: 0.301. Per STA, the highest per-stage delay on the worst path measures 0.92 ns. Per the final timing report, the hold violations number 0. For the count of synthesis-stage warnings from yosys, the log shows 1. The tools report the kind of start point of the critical path as a flop. The fraction of synthesis flops using an asynchronous set or reset pin was 0.846. The final max-slew violation count recorded for this run is 0.

Detailed placement reports a standard cell area of 2620 um2. The chip area in the Yosys report is 2360 um2, and the iteration tally of the first detailed-router pass is 21. Dividing total power by cell area gives a power density of 559 nW/um2. The tools report the kind of capture point of the worst setup path as a flop. For reference, the critical path is launched at bytecount[8]$_DFFE_PP0P_. The report shows a maximum critical-path fanout of 17.

TritonCTS built the clock tree. The CTS log lists the clock sinks for this run as 52. The run gives 4050 um for the final wirelength. The run gives 70.8 um for the die height. The report lists the number of cells resized after CTS as 0. Before any placement, the netlist area is recorded as 2360 um2.

The clock edge transition at the registers on the reported setup and hold paths is 0.09 ns. After routing, the total negative slack on setup checks comes to 0 ns. Synthesis inferred 52 register bits. The final count of negative-setup-slack endpoints came out at 0. Worst min-delay path category: flop to flop. Summed over all layers, the global routing overflow is 0. The region available for standard cell placement spans 4440 um2. Mean instance size in the synthesized netlist: 11.8 um2. The DRC violation total left in the routed layout is recorded as 0. The via count of the first global-routing pass is 1546, and the number of enable flip-flop cells is 8. For the leakage component of the power, the log shows 0.00118 uW. On the critical path the data arrives at 2.40 ns.

The critical path data required time came out at 3.22 ns. With the mean number of vias per cell at 5.53, the largest buffer count on any clock path is 2. The critical path class is flop to flop. With the top-level I/O count at 22, the post-synthesis to final-layout area growth is 16.4%.

The number of buffer and inverter instances along the worst setup path works out to 0. The slew at the pin closest to its max-slew limit works out to 0.777 ns. In this run the critical path is formed by nand4_2 > or4_1 > nor4_2 > xor2_1. The run gives 350 as the final-layout fill cell count.

The tool flagged a number of max-cap violations equal to 0. In this build the clock could be raised as far as 457 MHz. The fraction of layout instances using a drive strength above 1 came out at 0.140.

Slowest cell on the critical path: or4_1. The initialized floorplan defines 24 standard-cell rows. Share of the core filled by cells before placement: 0.532. The minimum period implied by the final worst setup slack was 2.19 ns. The congestion estimate from routability-driven global placement came to 0.821.

The cell at the root of the clock tree was clkbuf_8. The gate family responsible for the most delay along the worst path was simple AND/OR/NAND/NOR gates. Input and output buffers added on the ports amount to 21. The run gives 0 as the total antenna diodes in the routed design.

For the cell total in the yosys stat output, the log shows 201. As reported, the later end of the worst-skew pair has a clock insertion delay of 0.30 ns. Summing over every cut layer, the via total after detailed routing is 1549. The relative slew slack came out at 0.482. The synthesis report names the predominant flop master as dfrtp_1. The logs give 0.568 for the sequential cell area fraction in the yosys report and 0.328 for the fraction of met1 tracks used by global routing. The die boundary width was 70.8 um.

Setup repair after global routing left no endpoint under its margin. The analysis reports a worst IR drop on VDD of 0.451 mV. Depth of the CTS H-tree: 2. Pin count of the biggest net entering global routing: 42. The startpoint identified for the worst hold timing path is bytecount[31]$_DFFE_PP0P_. The die covers 5010 um2.

For the setup clock skew after layout, the log shows 0.0108 ns. The logs give 0 for the post-cts hold buffer count and 5 for the number of buffers created by CTS. The register cell area after layout is 1340 um2. The post-route fraction of the period consumed by the critical path works out to 0.729. The run finished with clean final reports. The post-detailed-placement half-perimeter wirelength is 2900 um. Aggregate global-route resource usage: 0.196. Nets still carrying antenna violations after routing amount to 0. The routing usage on met3 is 0.0303.

Counting distinct cell types in the post-synthesis netlist gives 32. Launch point of the worst reg-to-reg path: bytecount[8]$_DFFE_PP0P_.
## Yosys cell counts (all sizes together), types with 2 or more instances
library cell	n	area [um2]
and2	8	50.1
and4	3	26.3
buf	2	18.8
dfrtp	43	1080
edfxtp	8	240
ha	2	25.0
inv	12	45.0
mux2	8	90.1
nand2	17	63.8
nand3	10	50.1
nand4	10	75.1
nor2	8	30.0
nor3	13	100
nor4	11	93.8
o21ai	6	30.0
xnor2	17	149
xor2	12	105
## power by group
part,leakage (uW),internal (uW),total (uW),switching (uW)
sequential,0.000622,783,841,57.2
combinational,0.000490,105,192,87.1
clock,0.0000645,294,504,209
## registers in the layout, summed over array words and instances (netlist names)
register	count
data_ready	1
req_data	1
data_mem	8
bytecount	32
aq_fsm	2
data_out	8
## cells in the final DEF, fill, tap and decap left out, drive strengths merged
cell,count
o21ai,6
and4,3
nand3,10
nor2,8
o31ai,1
and3,1
nand2,17
o22ai,1
nor4,11
bufinv,1
clkdlybuf4s50,21
xor2,12
dfstp,1
dfrtp,43
o32ai,1
xnor2,17
and2,8
clkbuf,7
buf,1
or3,1
nor3,13
mux2,8
or2,1
inv,12
or4,1
ha,2
edfxtp,8
nand3b,1
nor4b,1
nand4,10
## cells by family after synthesis
family          share of synthesized area
fa+ha+maj                          0.0106
flops                               0.568
xor+xnor                            0.107
mux                                0.0381
buf+inv                            0.0286
simple gates                        0.225
compound gates                     0.0222
## final timing paths
kind / cells after the start / slack [ns] / to
max: 4 / 0.81 / bytecount[29]$_DFFE_PP0P_
min: 1 / 0.48 / bytecount[31]$_DFFE_PP0P_
max reg2reg: 4 / 0.81 / bytecount[29]$_DFFE_PP0P_
min reg2reg: 1 / 0.48 / bytecount[31]$_DFFE_PP0P_
max in group asynchronous: 3 / 1.76 / aq_fsm[0]$_DFF_PP1_
min in group asynchronous: 2 / 0.51 / data_mem[5]$_DFFE_PP0P_
## worst reg2reg max path: cells and delay by family (launching register included)
kind	cells	cell delay (ns)
xor gates and xnor gates	1	0.18
DFF	1	0.45
and+or+nand+nor	3	1.47
## layer usage
metal | wire (um) | vias to the layer above
met4 | 50 | 0
met3 | 159 | 7
met5 | 0 | -
met1 | 1980 | 762
met2 | 1860 | 26
li1 | - | 754
## layout make-up
| cell class | count | share of cell area |
|---|---|---|
| Clock inverter | 1 | 0.0109 |
| Inverter | 12 | 0.0164 |
| Clock buffer | 7 | 0.0350 |
| Tap cell | 52 | 0.0237 |
| Timing Repair Buffer | 22 | 0.0792 |
| Sequential cell | 52 | 0.488 |
| Multi-Input combinational cell | 134 | 0.347 |
## through the flow
step	hold slack [ns]	util	setup slack, ns	total power (uW)	cells
6_report	0.482	0.619	0.814	1540	280
5_1_grt	0.508	0.619	0.634	1630	280
4_1_cts	0.482	0.619	0.818	1560	280
3_5_place_dp	0.470	0.590	0.639	1050	272
3_3_place_gp	0.464	0.590	0.710	1040	272
2_1_floorplan	0.423	-	1.25	971	201
Power figures rest on the tool's default switching activity, not on a simulated workload.
