==> flow/design.v <==
`timescale 1ns / 10ps
module uart #(
parameter BAUDRATE = 115200,
          CLK_PERIOD = 100000000
)(
    input clk,
    input reset,
    input rx,
    output logic tx,
    input logic [7:0] data_in,
    output logic [7:0] data_out,
    input run,
    output logic tx_ready,
    output logic rx_ready
    );
integer counter;
integer tx_bit_counter;
integer rx_bit_counter;
logic baud_strobe;
logic run_flag;
logic [8:0] data2send;
logic [7:0] data_received;
typedef enum { st_idle, st_send, st_fin } uart_fsm;
uart_fsm tx_fsm, rx_fsm;
assign data_out = counter;
    always_ff@(posedge(clk),posedge(reset)) begin
        if (reset) begin
            counter <= 0;
            baud_strobe <= 0;
        end
        else begin
            if (run_flag == 1) begin
                if (counter == CLK_PERIOD/(BAUDRATE)) begin
                    counter <= 0;
                    baud_strobe <= 1'b1;
                end
                else begin
                    baud_strobe <= 1'b0;
                    counter <= counter + 1;
                end
            end
            else
                counter <= 0;
        end
    end
    always_ff@(posedge(clk),posedge(reset)) begin 
        if (reset) begin
            tx_fsm <= st_idle;
            run_flag <= 0;
            tx <= 1'b1;
            tx_bit_counter <= 0;
            data2send <= 0;
            tx_ready <= 1'b1;
        end
        else begin    
            case(tx_fsm)
                st_idle: begin
                    if (run == 1) begin
                        tx_fsm <=st_send;
                        run_flag <= 1;
                        data2send <= {1'b0, data_in};
                        tx_ready <= 0;
                        tx <= 1'b0;
                        tx_bit_counter <= 0;
                    end
                end
                st_send: 
                    if (baud_strobe == 1) begin
                        if (tx_bit_counter == 8)
                            tx_fsm <= st_fin;
                        else begin
                            tx <= data2send[tx_bit_counter];
                            tx_bit_counter <= tx_bit_counter + 1;
                        end
                    end
                st_fin: begin
                    tx <= 1'b1;
                    if (baud_strobe == 1) begin
                        tx_fsm <= st_idle;
                        run_flag <= 0;
                        tx_ready <= 1;
                    end
                end
            endcase
        end
    end
endmodule
==> flow/run.sh <==
#!/bin/bash
# OpenROAD 26Q1-2900-gdf79404cd8, Yosys 0.63+post, stock flow scripts
make -C /OpenROAD-flow-scripts/flow DESIGN_CONFIG=/design/flow/config.mk WORK_HOME=/design/flow/orfs finish
==> flow/config.mk <==
export PLATFORM = sky130hd
export DESIGN_NAME = uart
export DESIGN_NICKNAME = uart
export VERILOG_FILES = /design/flow/design.v
export SDC_FILE = /design/flow/constraint.sdc
export NUM_CORES = 4
export LEC_CHECK = 1
export CORE_UTILIZATION = 30
==> flow/constraint.sdc <==
current_design uart

set clk_period 7.0
set clk_io_pct 0.2

create_clock -name clk0 -period $clk_period [get_ports {clk}]

set non_clock_inputs [all_inputs -no_clocks]
set_input_delay [expr $clk_period * $clk_io_pct] -clock clk0 $non_clock_inputs
set_output_delay [expr $clk_period * $clk_io_pct] -clock clk0 [all_outputs]
==> results.txt <==
Results of the flow run.

The first global-routing pass estimated between 10 and 15 mm of wire. The vertical die dimension reported for this design is 121 um. For the worst setup path, the data required time is 7250 ps. The number of DRC markers in iteration 0 stands at about 200. The total DRC errors in the routed layout stands at 0. According to the floorplan report, the placeable core area is 0.0135 mm2. Buffers inserted to repair hold after CTS numbered 0. TritonCTS built the clock tree. The data arrival time reported for the critical path is 3750 ps. The minimum setup slack in the final design stands at around 3500 ps. After synthesis, the design contains 438 cells according to Yosys. The mapped netlist covers around 0.0042 mm2.

The synthesized design contains about 79 register bits. Summed over all nets, the half-perimeter wirelength after detailed placement is 5.64 mm. Per the final report, max-transition violations number 0. The horizontal die dimension reported for this design is about 120 um. The leakage power stands at ~2.1 nW.

The final layout contains routed wiring with a total length of around 8.5 mm. According to the floorplan report, the total die area is around 0.015 mm2. Among cell families on the critical path, the largest total delay comes from simple AND/OR/NAND/NOR gates.

The distinct cell type count after synthesis stands at roughly 52. Entering global routing, the biggest net connects about 62 pins. After synthesis, the cell types taking the most area are sky130_fd_sc_hd__dfrtp_1 (45%), sky130_fd_sc_hd__nand2_1 (3.5%), sky130_fd_sc_hd__nor2_1 (3.3%). For this run, the script counts the antenna cells in the layout as 0. After global routing the overflow that remains totals 0. The flow ran to the end, and the final reports show no timing, DRC or antenna violations. By startpoint and endpoint, the worst setup path is classified as primary input to register.

The maximum clock frequency stands at around 290 MHz. Global routing used approximately an eighth of the available tracks across all layers. The synthesis stats list as the most numerous cell sky130_fd_sc_hd__dfrtp_1.

The number of iterations in the first detailed-routing pass stands at 4. The wire length per cell stands at between 10 and 15 um. The tool warning count stands at 28. The tree is rooted in a sky130_fd_sc_hd__clkbuf_16.

The cell resize tally after clock tree synthesis stands at 0. The minimum period implied by the final worst setup slack stands at 3490 ps. Of the cells placed in the final design, the portion with a size suffix greater than 1 is 10.7%. The number of sinks on the clock net stands at 79. In the synthesized netlist, the number of instances is between 400 and 500. The transition time recorded at the tightest slew-check pin is 994 ps.

The total number of vias stands at between 3k and 4k. The setup skew after layout stands at roughly 5.6 ps. The final period utilization stands at ~50%. Sorting the Yosys area breakdown by cell type puts at the top sky130_fd_sc_hd__dfrtp_1. For reference, the placement row count at floorplan is about 42. Listed in order, past its start point the critical path passes clkdlybuf4s50_1, nand2b_1, and3_1, o21ai_1, buf_4, or4_1, a21oi_1. For this run, the leading register cell type out of synthesis is sky130_fd_sc_hd__dfrtp_1. The maximum single-stage delay on the critical path stands at around 520 ps. The top-area cell type share of the netlist area stands at 45.0%. The post-synth tally of flip-flops with integrated enable stands at 0.

Sequential elements use between 40% and 50% of the synthesized area. The final tally of hold violations stands at 0. At the floorplan stage, the core utilization is reported as between 30% and 40%. The synthesized area per cell stands at 9.64 um2.

The number of global-route vias before repair is between 2k and 3k. Per the post-run analysis, buffers plus inverters along the critical path come to 2. The worst voltage drop across the vdd grid stands at roughly 0.098 mV. In this run the tightest slew margin relative to its limit is between 30% and 40%. The initial antenna violation count stands at 0. Ranked by instance count, the synthesized netlist is headed by sky130_fd_sc_hd__dfrtp_1 (76), sky130_fd_sc_hd__nand2_1 (39), sky130_fd_sc_hd__nor2_1 (37). After clock tree synthesis, the clock-pin slew on the worst setup and hold paths is about 60 ps. At the later pin of the worst-skew pair, clock insertion delay measures roughly 330 ps. The per-cell via count in the routed design stands at ~5.2.

The final RePlAce weighted congestion stands at around 0.83. STA classifies the critical path endpoint as a register. After layout, the design draws a total of about 1.1 mW. Hold is met by a little under 500 ps. The worst setup path is launched from a primary input. The post-layout utilization of the core stands at between 30% and 40%.

The total setup violations reported at the end of the flow stands at 0. The setup slack after placement stands at 3210 ps. The number of top-level design ports stands at 23.

The Yosys step of the flow raised 2 warnings. On the critical path, the stage with the largest delay is an instance of sky130_fd_sc_hd__clkdlybuf4s50_1. The maximum clock insertion buffer count stands at 2. The CTS buffer count stands at 9. The count of filler cells inserted in the layout stands at approximately 1.3k. The post-route antenna net violation count stands at 0. Once the clock tree was built, the setup fixing pass inserted 0 buffers. The area overhead of the layout relative to synthesis stands at 14.2%. The final setup TNS stands at 0 ps.

The flow reported a cell area power density of about 230 mW/mm2. In this run the number of H-tree levels came out at 3. Port buffering added 20 buffers. The async set-or-reset flop fraction in the synthesized netlist stands at 100%. STA lists the maximum fanout along the critical path as 16. The most critical min-delay path falls under register to register. Setup repair after global routing left no endpoint under its margin.

In this run the maximum-capacitance check reported violations numbering 0. The summed standard-cell area reported by yosys stands at 0.00422 mm2.
## worst reg2reg max path, delay by kind of cell (launching register included)
kind | cells | cell delay, ps
AND-OR/OR-AND | 3 | 1090
flip-flops | 1 | 480
buffers and inverters | 2 | 430
AND/OR/NAND/NOR | 2 | 430
adder cells (fa/ha/maj) | 1 | 150
## registers in the layout, indices dropped and copies added (netlist names)
register	cells
baud_strobe	1
counter	32
data2send	8
run_flag	1
tx	1
tx_bit_counter	32
tx_fsm	3
tx_ready	1
## power by group
part | switching [mW] | internal (mW) | leakage (nW) | total [mW]
logic | 0.0477 | 0.0757 | 0.877 | 0.123
registers | 0.0380 | 0.487 | 1.05 | 0.525
clock network | 0.173 | 0.304 | 0.156 | 0.477
total | 0.259 | 0.867 | 2.08 | 1.13
## routing by layer
layer | wire [um] | GRT usage (%)
met1 | 4330 | 21.5
met2 | 3740 | 17.7
met3 | 268 | 1.20
met4 | 125 | 2.55
met5 | 0 | 0
## cell usage in the layout, fill, tap and decap left out, drive strengths merged, types with 10 or more instances in the layout
cell type      instances
a21oi                 23
clkbuf                13
clkdlybuf4s50         20
dfrtp                 76
inv                   18
mux2i                 10
nand2                 39
nand3                 27
nand4                 21
nor2                  40
nor4                  20
o31ai                 12
or4                   11
xnor2                 14
xor2                  14
## worst paths after layout
path                                    from                  to  slack [ps]  cells after the start
max reg2reg                tx_bit_counter[0]                  tx        4360                      8
min                                       tx                  tx         490                      2
min in group asynchronous              reset         counter[16]        1350                      2
max                                      run   tx_bit_counter[9]        3510                      7
max in group asynchronous              reset  tx_bit_counter[19]        4600                      3
min reg2reg                               tx                  tx         490                      2
## per-stage QoR
stage,cell area (um2),cells
after floorplan,4220,438
after global placement,4510,608
after detailed placement,4510,608
after CTS,4820,624
after global routing,4820,624
final,4820,624
## cell families after synthesis
group	after synthesis	share of synthesized area [%]
flops	79	46.9
buf+inv	49	5.60
xor+xnor	28	5.81
mux	20	5.57
compound gates	59	8.74
fa+ha+maj	4	1.19
simple gates	198	26.1
other cells	1	0.0888
## final cells by class
cell class | instances | area, um2 | share of cell area [%]
Clock buffer | 13 | 270 | 5.60
Multi-Input combinational cell | 310 | 2010 | 41.7
Sequential cell | 79 | 1980 | 41.1
Timing Repair Buffer | 24 | 230 | 4.77
Tap cell | 176 | 220 | 4.57
Clock inverter | 3 | 40.0 | 0.830
Inverter | 19 | 72.6 | 1.50
No activity file was given, so power comes from the tool's default toggle rates.
